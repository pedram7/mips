==> design.v <==
module RegFile (clk, readreg1, readreg2, writereg, writedata, RegWrite, readdata1, readdata2);
  input [4:0] readreg1, readreg2, writereg;
  input [31:0] writedata;
  input clk, RegWrite;
  output [31:0] readdata1, readdata2;
  reg [31:0] regfile [31:0];
  integer i =0 ;
  initial begin
    for(i = 0; i<32; i=i+1)begin
      regfile[i] = (i %9) +1;
    end
  end
  always @(posedge clk)
  begin
    regfile[0]=0;
		  	if (RegWrite)
	 				regfile[writereg] <= writedata;
  end
  assign readdata1 = regfile[readreg1];
  assign readdata2 = regfile[readreg2];
endmodule
==> run.sh <==
#!/bin/bash
# OpenROAD 26Q1-2900-gdf79404cd8, Yosys 0.63+post, stock flow scripts
make -C /OpenROAD-flow-scripts/flow DESIGN_CONFIG=/design/flow/config.mk WORK_HOME=/design/flow/orfs finish
==> config.mk <==
export PLATFORM = sky130hd
export DESIGN_NAME = RegFile
export DESIGN_NICKNAME = RegFile
export VERILOG_FILES = /design/flow/design.v
export SDC_FILE = /design/flow/constraint.sdc
export NUM_CORES = 4
export LEC_CHECK = 1
export CORE_UTILIZATION = 30
==> constraint.sdc <==
current_design RegFile

set clk_period 7.5
set clk_io_pct 0.2

create_clock -name clk0 -period $clk_period [get_ports {clk}]

set non_clock_inputs [all_inputs -no_clocks]
set_input_delay [expr $clk_period * $clk_io_pct] -clock clk0 $non_clock_inputs
set_output_delay [expr $clk_period * $clk_io_pct] -clock clk0 [all_outputs]
==> impl_metrics.tcl <==
# metrics dict for downstream scripts
set metrics [dict create \
    status "complete, no violations" \
    firstDrtPassIters 6 \
    path_cells "clkdlybuf4s50_1 -> nor2b_4 -> buf_4 -> a22o_1 -> nor3_1 -> a31oi_1 -> nand3_1 -> clkdlybuf4s50_1" \
    slew_headroom_pct 31.7 \
    synth_cell_types 27 \
    synth_area_mm2 0.0487 \
    cp-start-kind "input pin" \
    async_reset_ff_share_pct 0 \
    drive_above_1_share_pct 10.0 \
    flop_cell "edfxtp_1" \
    core-area_mm2 0.161 \
    grt_max_degree 80 \
    clkSinkCount 1024 \
    arrival_ps 4580 \
    p_leak_nw 20.4 \
    met1_usage_pct 23.7 \
    place_area_mm2 0.0526 \
    irDropWorstVdd_mv 0.210 \
    design_area_mm2 0.0562 \
    warnings 26 \
    diodes 0 \
    min_path_type "in -> reg" \
    grt_pass1_vias 31900 \
    initial_core_util_pct 30.3 \
    wirelength_um 158000 \
    total_power_mw 13.0 \
    cpPeakStageDelay_ps 770 \
    path_clk_slew_ps 60 \
    cp_common_cell "clkdlybuf4s50_1" \
    ios 113 \
    crit_required_ps 6000 \
    setup_viol 0 \
    most-common-layout-cells "1024 x mux2i_1, 992 x edfxtp_1, 194 x nand3_1" \
    syn_to_final_growth_pct 15.5 \
    period_used_pct 81.0 \
    reg_top3 "regfile (1024)" \
    hold_buffers 0 \
    pre_cts_slack_ps 1500 \
    layout_setup_ws_ps 1420 \
    met2_usage_pct 31.6 \
    top_register "regfile" \
    cts_buffers 103 \
    die_h_um 405 \
    rsz0062_at_grt "no" \
    end_kind "primary output" \
    powerDensity_mw_per_mm2 231 \
    yosys_warnings 1 \
    pwr-share-clk_pct 41.7 \
    largest_reg_flops 1024 \
    holdWs_ps 1600 \
    portBuffers 112 \
    overflow 0 \
    routedWlPerCell_um 27.2 \
    p_int_mw 9.93 \
    layout_top_cell "mux2i_1" \
    synthCells 3421 \
    worst_pin_slew_ps 1020 \
    num_vias 31100 \
    crit_fanout 19 \
    gp_congestion 0.871 \
    drc 0 \
    cts-resized-gates 0 \
    clock.fmax_mhz 165 \
    crit_path_top_delay_cell "nor2b_4" \
    syn_avg_cell_area_um2 14.2 \
    ctsHtreeMaxLevel 3 \
    dp.final_hpwl_um 89200 \
    drt_iter0_drc 2272 \
    grt_busiest_layer "met2" \
    chipArea_mm2 0.164 \
    edf_count 992 \
    tns_ps 0 \
    die_w_um 405 \
    track_usage_pct 20.0 \
    p_comb_share_pct 9.2 \
    ys.flops 1024 \
    grtUsageMet3_pct 10.8 \
    max_cap_violations 0 \
    layout_min_cycle_time_ps 6080 \
    synth_stat.cells 3421 \
    drv_slew 0 \
    cts_tree "done" \
    n_fill_cell 15200 \
    vias_per_cell 5.38 \
    seqPwrFrac_pct 49.1 \
    grt_pass1_wl_um 224000 \
    yosys_area_mm2 0.0487 \
    root_buffer "clkbuf_16" \
    ant_nets 0 \
    worst-setup-path-type "in -> out" \
    p_switching_mw 3.04 \
    placement_rows 147 \
    clk_path_buf_depth 3 \
    postCtsSetupRepairBufs 0 \
    p_sw_share_pct 23.4 \
    seq_area_frac_synth_pct 62.5 \
    hold_viol_final 0 \
    grt_antenna_before_repair 7 \
]
[synthesized netlist by cell type, types with 5 or more instances]
library cell	number	area, µm²
a21oi_1	192	961
a22o_1	128	1120
a22oi_1	192	1440
a31oi_1	64	400
and2_1	34	213
buf_1	11	41.3
buf_2	66	330
buf_4	57	428
buf_6	37	417
clkbuf_1	80	300
dfxtp_1	32	641
edfxtp_1	992	29800
mux2i_1	1024	10200
nand2_1	195	732
nand3_1	194	971
nand3b_1	5	37.5
nor2_1	34	128
nor3_1	64	320
[worst paths after layout]
check	start	end	slack, ps	cells after the start
min	writedata[1]	regfile[29][1]	1600	2
max	readreg1[2]	readdata1[9]	1420	8
[kinds of logic after synthesis]
kind of cell / after synthesis / synth area share, %
multiplexers: 1024 / 21.1
flip-flops: 1024 / 62.5
AND-OR/OR-AND: 576 / 8.06
AND/OR/NAND/NOR: 541 / 5.14
buffers and inverters: 256 / 3.19
[worst max-delay path, delay by kind of cell]
kind | cells | cell delay [ps]
AND-OR/OR-AND | 2 | 400
buffers and inverters | 3 | 1540
AND/OR/NAND/NOR | 3 | 1100
[metal layers]
layer	part of all wire, %	routed length, µm
met1	35	55600
met2	48	75000
met3	13	20400
met4	4.0	6310
met5	0.12	188
[through the flow]
stage	utilization [%]	std cells
4_1_cts	35.0	5782
6_report	35.0	5782
3_3_place_gp	32.7	5588
2_1_floorplan	-	3421
3_5_place_dp	32.7	5588
5_1_grt	35.0	5782
[power by group through the flow]
stage	clock, mW	sequential, mW	combinational, mW
6_report	5.41	6.37	1.20
4_1_cts	5.48	6.37	1.19
5_1_grt	5.68	6.37	1.27
[cell type report]
| class | count | area, µm² | area share (%) |
|---|---|---|---|
| Clock inverter | 65 | 808 | 1.44 |
| Clock buffer | 129 | 2760 | 4.90 |
| Sequential cell | 1024 | 30400 | 54.1 |
| Tap cell | 2160 | 2700 | 4.81 |
| Multi-Input combinational cell | 2141 | 17000 | 30.2 |
| Timing Repair Buffer | 263 | 2530 | 4.50 |
Power and IR drop assume default switching activity.
