==> flow/design.v <==
module MUX2(input[31:0] a , b ,input s , output[31:0] m2out);
  assign m2out = s?b:a;
endmodule
module fivebitMUX2(input[4:0] a , b ,input s , output[4:0] m2out);
  assign m2out = s?b:a;
endmodule
==> flow/run.sh <==
#!/bin/bash
# OpenROAD 26Q1-2900-gdf79404cd8, Yosys 0.63+post, stock flow scripts
make -C /OpenROAD-flow-scripts/flow DESIGN_CONFIG=/design/flow/config.mk WORK_HOME=/design/flow/orfs finish
==> flow/config.mk <==
export PLATFORM = sky130hd
export DESIGN_NAME = MUX2
export DESIGN_NICKNAME = MUX2
export VERILOG_FILES = /design/flow/design.v
export SDC_FILE = /design/flow/constraint.sdc
export NUM_CORES = 4
export LEC_CHECK = 1
export CORE_AREA = 10 10 71 71
export DIE_AREA = 0 0 81 81
==> flow/constraint.sdc <==
current_design MUX2

set clk_period 1.0
set clk_io_pct 0.2

create_clock -name clk0 -period $clk_period

set non_clock_inputs [all_inputs -no_clocks]
set_input_delay [expr $clk_period * $clk_io_pct] -clock clk0 $non_clock_inputs
set_output_delay [expr $clk_period * $clk_io_pct] -clock clk0 [all_outputs]
==> summary.txt <==
The following summarizes the physical implementation.

Status
The run finished, with violations left. The checks that failed: setup timing.

Hold path
For hold timing, the worst endpoint is m2out[29]. The number of cells on the worst hold path is 3. The worst hold path class is in2out. The startpoint of the lowest-slack hold path is b[29].

Power
In this run the static leakage power is roughly 0.87 nW. The fraction of power spent switching nets is between 20 and 25%. The power share of the clock group is 0%. The relative contribution of combinational cells to total power is 100.0%. The maximum vdd ir drop is 0.000169 V. The internal power of the cells is ~0.49 mW. The total net switching power is roughly 0.14 mW. The power density over the cells is 392 mW/mm². In this run, flip-flops and latches consume 0% of the power.

Synth
A synthesized cell averages 15.1 µm². Of the combinational cells, the family taking the most area is multiplexers. The post-synthesis instance total is 36.

Yosys mapped the design onto 4 distinct sky130hd cell types. For reference, full adder, half adder and majority cells occupy 0% of the area reported after synthesis. The yosys synthesis warning count is 0.

In the post-synthesis netlist, the biggest area contributors are sky130_fd_sc_hd__mux2_4 83%, sky130_fd_sc_hd__buf_12 11%, sky130_fd_sc_hd__mux2_2 4.1%. The biggest area contributor in the post-synthesis netlist is sky130_fd_sc_hd__mux2_4. The area share of the leading cell type in the synthesized netlist is a little over 80%.

Yosys stat counts 36 cells in the synthesized netlist. After synthesis, the share of cell area in mux cells is between 80% and 90%. In this run, the synthesized area fraction spent on xor and xnor cells is recorded as 0%.

The combined area of all synthesized cells is about 540 µm². The stat command in Yosys gives a chip area of ~540 µm². The cell-mix breakdown from Yosys lists the compound-gate area share as 0%.

The area fraction in and, or, nand and nor cells after synthesis is 0%. After synthesis, flip-flops and latches occupy 0% of the total area.

Critical path
The path type of the worst setup path is in2out. The master of the slowest instance on the critical path is sky130_fd_sc_hd__mux2_4. Per STA, the library cell used most along the worst path is sky130_fd_sc_hd__buf_12. The count of buffer and inverter cells on the critical path is 4. The worst path arrival time is approximately 0.98 ns.

The dominant delay contributor by cell family on the critical path is buffers and inverters. STA classifies the critical path endpoint as an output pin. The worst setup path is launched from an input pin. The critical path maximum fanout is 6. The required time at the endpoint of the critical path is 0.80 ns. Per STA, the worst path is made up of buf_12 -> buf_12 -> buf_12 -> mux2_4 -> buf_6. The delay of the slowest cell on the worst path is 0.29 ns.

Routing
The number of nets with antenna violations after detailed routing is 0. The initial DRC count is 3. In the per-layer breakdown of the detailed-route log, met1 shows approximately 1.1 mm. Summed over all nets, wire length on met3 after detailed routing comes to around 350 µm. After detailed routing, the number of vias per cell comes to 3.82.

The detailed router reports a met2 wire length of approximately 1.5 mm. Summed over all layers, the routed wires come to 2.88 mm. The pre-antenna-repair detailed-routing pass consisted of 2 iterations. The residual DRC count is 0. The topmost layer with routed signal wires is met3. The via total after detailed routing is around 720. Dividing the detail-routed wire length by the instance count gives 15.4 µm.

The number of diodes added for antenna fixing is 0.

STA
The maximum clock frequency is 848 MHz. The time the final worst path needs with I/O delays and setup is about 1.2 ns. The tightest hold path in the finished design has a slack of between 0.6 and 0.7 ns. The final max-slew violation count recorded for this run is 0. The number of endpoints failing setup at the final stage is 32. Setup repair after global routing could not meet its margin everywhere.

The remaining max-slew budget at the tightest pin is 94.2%. After layout, the worst path uses 118% of the clock period. The transition time of the tightest slew-check pin is around 0.087 ns.

The final timing report lists a hold violation count of 0. Across all setup checks in the final design, the least slack found is -0.179 ns.

Cells and area
The final layout contains a sequential cell count of 0. Between the synthesized netlist and the finished layout, the area growth was recorded as 192%. The post-layout instance count excluding filler cells is 187. Cells with a size suffix above 1 make up 54.0% of the layout. Per the layout report, the design carries 0 clock buffers. The number of fill cells is between 300 and 400. In the final layout, flip-flops and latches occupy 0 µm². The post-layout instance area is between 0.0015 and 0.002 mm².

Per the layout area report, the combinational gate area comes to 477 µm².

Die
The standard-cell row count is 22. The die is slightly above 80 µm wide. The floorplan step defined a core boundary enclosing approximately 0.0036 mm². The area of the chip is 0.00656 mm². In this run the count of I/O pins placed on the die edge is 97.

Once the floorplan was initialized, standard cells occupied 15.0% of the core. The die height is 81 µm.

Placed design
The placed wire-length estimate is 2.50 mm. The placement report lists the number of port buffers as 97. The post-detailed-placement cell area is 0.00154 mm².

At the placement stage, the worst setup path has a slack of -0.512 ns. Once placement completed, the tool counted placed cells totaling ~180. The final weighted congestion in routability-driven placement is 0.832.

GRT
The first global-routing pass estimated 4.14 mm of wire. The total congestion overflow is 0. The number of antenna violations at the first check in global routing came to 0. Global routing used 7.79% of the available tracks across all layers. The number of global-route vias before repair was 764. Entering global routing, the biggest net connects 11 pins.

Flow run
The count of tool warnings is 34. The count of max-cap constraint violations is 0.
[layout make-up]
type | count | share of cell area, %
Timing Repair Buffer | 107 | 66.2
Tap cell | 48 | 3.78
Multi-Input combinational cell | 32 | 30.0
[cell usage after synthesis, drive strengths merged]
| library cell | count |
|---|---|
| mux2 | 32 |
| buf | 4 |
[how the worst max path moves through the flow]
| stage | start | to | depth (start not counted) |
|---|---|---|---|
| after CTS | s | m2out[4] | 5 |
| after global routing | b[31] | m2out[31] | 3 |
| final | s | m2out[4] | 5 |
[power groups by stage]
stage / combinational, mW / sequential (mW) / clock [mW]
finish: 0.624 / 0 / 0
global route: 0.666 / 0 / 0
CTS: 0.614 / 0 / 0
[layer usage]
| metal | global-route usage (%) | vias to the layer above |
|---|---|---|
| li1 | - | 345 |
| met1 | 9.03 | 320 |
| met2 | 14.3 | 50 |
| met3 | 2.78 | 0 |
| met4 | 0 | 0 |
| met5 | 0 | - |
[per-stage QoR]
| step | power, mW | utilization (%) | TNS, ns |
|---|---|---|---|
| after floorplan | 0.206 | - | 0 |
| after global placement | 0.656 | 42.4 | -15.61 |
| after CTS | 0.614 | 42.3 | -3.62 |
| after global routing | 0.666 | 43.8 | -3.86 |
| after detailed placement | 0.661 | 42.4 | -15.81 |
| final | 0.624 | 43.8 | -3.30 |
[cell usage in the layout, fill, tap and decap left out, drive strengths merged]
master	synthesis	final
dlymetal6s2s	0	4
clkdlybuf4s50	0	9
buf	4	43
mux2	32	32
dlygate4sd2	0	51
[cell families (layout without fill, tap and decap cells)]
logic type | after synthesis | in the layout
mux | 32 | 32
buf+inv | 4 | 107
[repair_timing]
action | 4_1_cts | 5_1_grt
hold endpoints to repair | 0 | 0
endpoints found under the setup margin | 32 | 32
resized | 171 | 10
buffers inserted | 5 | 1
hold buffers | 0 | 0
gates cloned | 2 | 0
Power figures rest on the tool's default switching activity, not on a simulated workload.
